===== /design/flow/config.mk =====
export PLATFORM = sky130hd
export DESIGN_NAME = rx_ser
export DESIGN_NICKNAME = rx_ser
export VERILOG_FILES = /design/flow/design.v
export SDC_FILE = /design/flow/constraint.sdc
export NUM_CORES = 4
export LEC_CHECK = 1
export CORE_UTILIZATION = 30

===== /design/flow/constraint.sdc =====
current_design rx_ser

set clk_period 3.3
set clk_io_pct 0.2

create_clock -name clk0 -period $clk_period [get_ports {c_rx}]

set non_clock_inputs [all_inputs -no_clocks]
set_input_delay [expr $clk_period * $clk_io_pct] -clock clk0 $non_clock_inputs
set_output_delay [expr $clk_period * $clk_io_pct] -clock clk0 [all_outputs]

===== /design/flow/design.v =====
module rx_ser
   #( parameter clk_per_bit = 200)
    (
	 input c_rx,
 	 input rxd,
	 output flag,
	 output [7:0]rx_1
    );
reg r_rx;
reg rx;
reg [11:0]counter = 0;
reg i_flag;
reg [2:0] bit_index;  
reg [7:0] rx_byte;   
reg [2:0] states = 0;   
always @ (posedge c_rx)begin
r_rx <= rxd;
rx <= r_rx;
end
always @(posedge c_rx) begin
   case(states)
	3'd0: begin           
			counter <= 0;
			bit_index <= 0;
				if(rx == 0)
					begin
					states <= 3'd1;
					end			
				else
				   begin
					states <= 3'd0;
					end
			end
	3'd1: begin
				if(counter == (clk_per_bit-1)/2)  
					begin
						if(rx == 0)   
							begin
							counter <= 0;
							states <= 3'd2;
							end
						else
							begin
							states <= 3'd0;
							end
   				end
				else
					begin
					counter <= counter + 1;
					states <= 3'd1;
					end
			end	
	3'd2: begin               
				if(counter == clk_per_bit-1)
					begin
					counter <= 0;
					rx_byte[bit_index] <= rx;
					if(bit_index < 7)
						begin
						bit_index <= bit_index + 1;
						states <= 3'd2;
						end
					else
						begin
						states <= 3'd3;
						end
			      end
				else
					begin
					counter <= counter +1;
					states <= 3'd2;
					end
			end
	3'd3: begin    
				if(counter < clk_per_bit-1)
					begin
						counter <= counter + 1;
						states <= 3'd3;
					end
				else
					begin
					counter <= 0;
					states <= 3'd4;
					i_flag <= 1;   
					end
			 end
	 3'd4: begin   
				states <= 3'd0;
				i_flag <= 0;
			 end
	endcase
end
assign rx_1 = rx_byte;
assign flag = i_flag;
endmodule

===== /design/flow/run.sh =====
#!/bin/bash
# OpenROAD 26Q1-2900-gdf79404cd8, Yosys 0.63+post, stock flow scripts
make -C /OpenROAD-flow-scripts/flow DESIGN_CONFIG=/design/flow/config.mk WORK_HOME=/design/flow/orfs finish

==> results.sh <==
# physical design summary
export IMPL_run_status="finished, final reports clean"
export IMPL_synth_area_yosys_mm2=0.00164
export IMPL_r2r_end="counter[11]"
export IMPL_drtAntennaViolNets=0
export IMPL_cellLeakagePower_nw=0.692
export IMPL_critPathArrivalTime_ns=2.33
export IMPL_hp_class="flop to flop"
export IMPL_min_setup_slack_post_route_ns=1.10
export IMPL_crit_path_end_kind="flop"
export IMPL_h_tree_depth=2
export IMPL_topCombFamilyByArea="simple AND/OR/NAND/NOR gates"
export IMPL_worst_hold_path_ep="rx"
export IMPL_synth_top_cell_by_area="edfxtp_1"
export IMPL_worstHoldStart="r_rx"
export IMPL_slew_headroom=0.510
export IMPL_drt_drc_violations_left=0
export IMPL_post_cts_resized=0
export IMPL_tritoncts_num_buffers=5
export IMPL_muxShareOfSynthArea=0.0274
export IMPL_place_inst=226
export IMPL_floorplan_die_height_um=76.0
export IMPL_clockRootBuffer="clkbuf_8"
export IMPL_synth_instances=152
export IMPL_cts_tree="built"
export IMPL_cp_start_kind="flop"
export IMPL_timing_reg2reg_setup_slack_ns=1.10
export IMPL_design_core_area_mm2=0.00520
export IMPL_setup_violations=0
export IMPL_clkLatencyLatePin_ns=0.28
export IMPL_postSynthSeqShare=0.518
export IMPL_initial_core_util=0.316
export IMPL_die_w_um=76.0
export IMPL_synth_async_reset_ratio=0
export IMPL_worst_path_dominant_cell_family="AND-OR/OR-AND gates"
export IMPL_grt_util_all_layers=0.110
export IMPL_cts_stage_hold_buffer_count=0
export IMPL_reg2regPathDepth=6
export IMPL_ys_sh_aoi=0.0738
export IMPL_critical_path_required_ns=3.43
export IMPL_timing_final_crit_share=0.665
export IMPL_ios=11
export IMPL_post_synth_xor_area_fraction=0.0639
export IMPL_critPathBufInv=1
export IMPL_fp_row_count=26
export IMPL_clock_sinks=29
export IMPL_total_power_per_unit_cell_area_mw_per_mm2=434
export IMPL_critical_path_slowest_cell="a2111o_1"
export IMPL_synth_area_mm2=0.00164
export IMPL_tmin_final_ns=2.20
export IMPL_detailedRoute_firstIterationViolations=110
export IMPL_num_vias=1122
export IMPL_post_synth_most_frequent_cells="edfxtp_1, nor2_1, nand2_1"
export IMPL_report_final_slew_viol_count=0
export IMPL_worst_path_stages=6
export IMPL_final_layout_size_suffix_gt1_frac=0.165
export IMPL_critical_path_max_stage_delay_ns=0.47
export IMPL_warnings=28
export IMPL_grt_setup_unrepaired="false"
export IMPL_m1WireLength_um=1390
export IMPL_whs_path_depth=0
export IMPL_via_count_of_the_first_global_routing_pass=1099
export IMPL_wire_length_of_the_first_global_routing_pass_um=5090
export IMPL_synth_lib_cells_used_distinct=39
export IMPL_worst_setup_hold_path_clk_slew_ns=0.07
export IMPL_die_area_mm2=0.00578
export IMPL_hold_worst_slack_ns=0.321
export IMPL_topCellsByArea="edfxtp_1, ha_1, xnor2_1, nor2_2, nor2_1"
export IMPL_routed_wl_um=2800
export IMPL_maxCapViolations=0
export IMPL_detailed_route_vias_per_instance=4.79
export IMPL_timing_setup_critical_path_class="flop to flop"
export IMPL_yosysCellCount=152
export IMPL_yosys_warnings=1
export IMPL_antenna_found_initial=0
export IMPL_top_cell_area_share=0.493
export IMPL_ys_sh_adder=0.0381
export IMPL_diodes=0
export IMPL_worst_supply_voltage_drop_on_vdd_uv=244
export IMPL_totalPowerFinal_uw=840
export IMPL_postCtsSetupRepairBufs=0
export IMPL_fmax_mhz=455
export IMPL_pre_cts_ws_ns=1.13
export IMPL_place_congestion=0.792
export IMPL_dominantRegCellSynth="edfxtp_1"
export IMPL_grt_max_degree=13
export IMPL_routed_wire_length_per_instance_um=12.0
export IMPL_place_hpwl_um=1850
export IMPL_crit_path_start="counter[0]"
export IMPL_timing_final_hold_violations=0
export IMPL_fin_cells=234
export IMPL_cts_buffer_depth=2
export IMPL_timing_worst_slew_pin_value_ns=0.733
export IMPL_clock_skew_final_ns=0.00518
export IMPL_final_setup_tns_ns=0
export IMPL_port_buffers=10
export IMPL_globalRouteOverflowTotal=0
export IMPL_maxUsedRoutingLayer="met4"
export IMPL_yosysMostFrequentCell="edfxtp_1"
export IMPL_critical_path_max_fanout=12
export IMPL_route_met3_wl_um=156
export IMPL_critical_path_cell_chain="ha_1 > a2111o_1 > a311oi_2 > a211oi_2 > buf_4 > a21oi_1"
export IMPL_layout_area_overhead_vs_synth_pct=17.7
export IMPL_synthSimpleGateAreaFrac=0.238
export IMPL_syn_area_per_cell_um2=10.8
export IMPL_routed_wl_met2_um=1210
export IMPL_r2r_start="counter[0]"
export IMPL_dr_pass1_iters=4
export IMPL_synth_edff_count=27
export IMPL_detailed_place_area_mm2=0.00180
export IMPL_utilization=0.372
export IMPL_stdcell_area_mm2=0.00194
export IMPL_synth_seq_cells=29
-- report_power, final --
group / switching (mW) / internal (mW) / leakage, nW / total [mW]
combinational: 0.000383 / 0.00159 / 0.355 / 0.00197
sequential: 0.00167 / 0.397 / 0.269 / 0.399
clock: 0.140 / 0.300 / 0.0681 / 0.440
-- worst max-delay path by stage --
stage                 slack (ns)          end
after CTS                   1.09  counter[11]
after global routing        0.99  counter[11]
final                       1.10  counter[11]
-- kinds of logic (layout without fill, tap and decap cells) --
logic type                 count (synthesis)  in the layout
buffers and inverters                     14             26
and+or+nand+nor                           71             71
muxes                                      4              4
AOI/OAI and AO/OA                         17             17
adders and majority gates                  5              5
DFF                                       29             29
xor gates and xnor gates                  12             12
-- routing by layer --
metal | GRT usage | up-vias
met5 | 0 | -
met4 | 0.0192 | 0
met3 | 0.0243 | 6
li1 | - | 572
met1 | 0.185 | 510
met2 | 0.153 | 34
-- cell type report --
class	count	area, um^2
fill	528	3270
sequential	29	851
multi-input combinational	109	726
timing repair buffer	12	115
tap	70	87.6
clock buffer	5	68.8
clock inverter	3	65.1
inverter	6	22.5
-- sequential cells by signal, indices dropped and copies added, names as in the netlist --
signal,flops
rx_byte,8
rx,1
bit_index,3
i_flag,1
states,3
r_rx,1
counter,12
-- cells in the final DEF, fill, tap and decap left out, types with 2 or more instances in the layout --
cell type	count
nor2_1	14
clkdlybuf4s50_1	10
dfxtp_1	2
nand3_1	7
nor2_2	9
clkbuf_8	5
nand4_1	5
nand2_1	13
or3b_1	2
xor2_1	5
inv_1	6
nor4_1	2
or3_1	2
edfxtp_1	27
a21oi_1	5
xnor2_1	7
or4_1	2
buf_4	2
nor3_1	4
and3_1	2
o21ai_0	5
ha_1	5
mux2_2	4
bufinv_16	2
No activity file was given, so power comes from the tool's default toggle rates.
